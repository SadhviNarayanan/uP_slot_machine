$ cat design/flow/config.mk
export PLATFORM = sky130hd
export DESIGN_NAME = spi_data_extract
export DESIGN_NICKNAME = spi_data_extract
export VERILOG_FILES = /design/flow/design.v
export SDC_FILE = /design/flow/constraint.sdc
export NUM_CORES = 4
export LEC_CHECK = 1
export CORE_UTILIZATION = 30
$ cat design/flow/constraint.sdc
current_design spi_data_extract

set clk_period 1.8
set clk_io_pct 0.2

create_clock -name clk0 -period $clk_period [get_ports {clk}]
create_clock -name clk1 -period $clk_period [get_ports {sclk}]

set non_clock_inputs [all_inputs -no_clocks]
set_input_delay [expr $clk_period * $clk_io_pct] -clock clk0 $non_clock_inputs
set_output_delay [expr $clk_period * $clk_io_pct] -clock clk0 [all_outputs]
$ cat design/flow/design.v
module spi_data_extract (input  logic sclk, 
						 input logic clk,
                         input  logic reset_n, 
                         input  logic copi,  
                         input  logic cs,   
                         output logic sdo,
                         output logic [3:0] reel1_idx,
                         output logic [3:0] reel2_idx, 
                         output logic [3:0] reel3_idx, 
                         output logic start_spin, 
                         output logic [11:0] win_credits, 
                         output logic is_win, 
                         output logic [11:0] total_credits, 
                         output logic is_total,
						 output logic ready
						 ); 
    logic [15:0] data;
    logic [3:0] counter;
    logic ready;
    localparam REQ_SPIN   = 4'b0001;
    localparam REQ_WIN    = 4'b0010;
    localparam REQ_UPDATE = 4'b0011;
    always_ff @(posedge sclk, negedge reset_n) begin
        if (!reset_n) begin
            data <= 16'b0;
            ready <= 0;
            counter <= 4'b0;
        end else if (cs) begin   
            data <= 16'b0;
            ready <= 0;
            counter <= 4'b0;
        end else begin  
			data <= {data[14:0], copi};
			if (counter == 4'd15) begin
				ready <= 1;
				counter <= 4'b0;
			end else begin
				counter <= counter + 4'd1;
				ready <= 0;
			end
        end
    end
    always_ff @(posedge clk, negedge reset_n) begin
        if (!reset_n) begin
            reel1_idx <= 0;
            reel2_idx <= 0;
            reel3_idx <= 0;
            start_spin <= 0;
            win_credits <= 0;
            total_credits <= 0;
            is_win <= 0;
            is_total <= 0;
        end else begin
            start_spin <= 0;
            is_win <= 0;
            is_total <= 0;
            if (ready) begin
                case (data[15:12])
                    REQ_SPIN: begin
                        reel1_idx <= data[11:8];
                        reel2_idx <= data[7:4];
                        reel3_idx <= data[3:0];
                        start_spin <= 1;  
                        is_win <= 0;
                        is_total <= 0;
                    end
                    REQ_WIN: begin
                        win_credits <= data[11:0];
                        is_win <= 1;       
                        start_spin <= 0;
                        is_total <= 0;
                    end
                    REQ_UPDATE: begin
                        total_credits <= data[11:0];
                        is_total <= 1;     
                        start_spin <= 0;
                        is_win <= 0;
                    end
                    default: begin  
						start_spin <= 0;
					end
                endcase
            end
        end
    end
endmodule
$ cat design/flow/run.sh
#!/bin/bash
# OpenROAD 26Q1-2900-gdf79404cd8, Yosys 0.63+post, stock flow scripts
make -C /OpenROAD-flow-scripts/flow DESIGN_CONFIG=/design/flow/config.mk WORK_HOME=/design/flow/orfs finish
==> results.cfg <==
; implementation run metrics
[status]
status = complete, no violations

[cts]
post_cts_resized = 0
postCtsHoldBufs = 0
path_clk_slew_ns = 0.08
numClockSinks = 60
cts_setup_buffers = 0
cts_tree = built

[die]
die_w_um = 87.1
fp_util = 0.315
rows = 30
pin_count = 46
dieHeight_um = 87.1
core_area_um2 = 6910
die-area_um2 = 7590

[detailed_routing]
antenna-diode-count = 0
drc = 0
final_antenna_net_count = 0
drt_pre_antenna_iters = 4
wl_per_cell_um = 13.4
routed-via-count = 1204
drt-total-wl_mm = 3.85
drt-vias-per-instance = 4.18
dr.first_iter.drc_count = 51

[power_and_ir_drop]
ir_drop_uv = 404
p_total_mw = 2.31
power_leakage_nw = 1.39
power.density_nw_per_um2 = 805

[hold_path]
hold_path_class = input pin to async pin

[worst_setup_path]
worstReg2RegStart = data[14]$_DFF_PN0_
critPathArrivalTime_ns = 1.13
crit_path_start_kind = flip-flop
cp_max_fo = 2
crit_path_end_kind = output port
critical_path_class = flip-flop to output port
r2r-end = win_credits[1]$_DFFE_PN0P_
critPathTopFamily = buffers and inverters
reg2reg_slack_ns = 0.33
path_cells = clkdlybuf4s50_1
cp.required_ns = 1.44
ff2ff_path_depth = 4
slowest_delay_ns = 0.47
cpMaxStageDelayCell = clkdlybuf4s50_1
path_buffers = 1

[final_timing]
tns_ns = 0
hold_slack_ns = 0.0606
final_max_slew_viol_count = 0
clock_skew_ns = 0.00105
setup_violations = 0
rsz0062_at_grt = no
finalHoldViolCount = 0

[grt]
grt.total_usage = 0.114
grt_max_degree = 61
grt_pass1_wl_mm = 6.30
overflow = 0
first_global_vias = 1163
antenna_found_initial = 0

[final_layout]
syn2layout_area_growth_pct = 31.9
logic_area_um2 = 612
final_common_cell = dfrtp_1
stdcell_count = 288
ff_latch_area_um2 = 1500
final_cell_mix = 60 x dfrtp_1, 42 x clkdlybuf4s50_1, 36 x mux2_2, 17 x nor2b_1, 8 x clkbuf_8
n_fill_cell = 663
drive_above_1_share = 0.292
post-route-util = 0.415

[placement]
portBuffers = 43
dp.cells = 276
dpl.hpwl_mm = 2.59
place_congestion = 0.723

[synthesis]
logic_family = multiplexers
ys_cells = 137
synthAdderAreaFrac = 0.00575
yosys.stat.seqShare = 0.690
compound_area_frac = 0.00690
synth-xor-area-share = 0.00403
ys_sh_mux = 0.186
area_leaders = dfrtp_1 69%, mux2_2 19%, nor2b_1 4.9%
synth_cell_types = 20
top_area_cell = dfrtp_1
simple_gate_share = 0.0765
syn_area_um2 = 2170
synth.avg_cell_area_um2 = 15.9
synthCells = 137
top_area_frac = 0.690
yosys_warnings = 2
synth_flops = 60
synth_chip_area_um2 = 2170

[run]
max-cap-violations = 0
warning_count = 26
[worst max-delay path by stage]
stage                             start                    endpoint  cells after the start
4_1_cts   total_credits[11]$_DFFE_PN0P_           total_credits[11]                      1
5_1_grt              data[14]$_DFF_PN0_  win_credits[1]$_DFFE_PN0P_                      4
6_report    win_credits[10]$_DFFE_PN0P_             win_credits[10]                      1
[power by group]
group	switching (mW)	leakage (nW)	internal (mW)
combinational	0.0378	0.492	0.0202
sequential	0.00849	0.834	1.36
clock	0.461	0.0629	0.427
total	0.507	1.39	1.80
[cell type report]
cell class,count,area share
clock buffers,9,0.0397
clock inverters,3,0.00698
inverters,3,0.00392
multi-input cells,67,0.213
flip-flops and latches,60,0.523
well taps,96,0.0419
repair buffers,50,0.171
[Yosys cell counts]
master    number
and3b_1        1
nand3b_1       1
xnor2_1        1
nor3b_2        1
clkbuf_1       2
conb_1         1
nand3_1        1
o21ai_0        1
buf_4          2
mux2_2        36
buf_6          2
and4b_1        1
buf_2          1
inv_1          3
ha_1           1
nor2_1         2
nand4b_1       1
nor2b_1       17
a21oi_1        2
dfrtp_1       60
[layer usage]
layer / wire length (µm) / share of wire / global-route usage / vias to the layer above
li1: - / - / - / 569
met1: 1890 / 0.49 / 0.184 / 591
met2: 1640 / 0.43 / 0.156 / 38
met3: 246 / 0.064 / 0.0413 / 6
met4: 76 / 0.020 / 0.0179 / 0
met5: 0 / 0 / 0 / -
[stage by stage]
stage	cell area [µm²]	worst slack, ns
2_1_floorplan	2170	0.368
3_3_place_gp	2740	0.369
3_5_place_dp	2740	0.323
4_1_cts	2870	0.293
5_1_grt	2870	0.226
6_report	2870	0.308
[cell families after synthesis]
family	after synthesis
flops	60
buf+inv	10
simple gates	25
compound gates	3
fa+ha+maj	1
xor+xnor	1
mux	36
other cells	1
[flip-flops by register name, summed over array words and instances (netlist names)]
signal	cells
ready	1
counter	4
win_credits	12
reel1_idx	4
reel3_idx	4
data	16
reel2_idx	4
total_credits	12
start_spin	1
is_win	1
is_total	1
No activity file was given, so power comes from the tool's default toggle rates.
