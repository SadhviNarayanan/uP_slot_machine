===== flow/design.v =====
module credit_controller(
	input logic clk,
    input logic reset_n,
    input logic [3:0] won_amt1,
    input logic [3:0] won_amt2,
	input logic [3:0] credit_amt1,
	input logic [3:0] credit_amt2,
	input logic [3:0] credit_amt3,
    output logic [4:0] enable_sel,
    output logic [6:0] seg
);
  logic int_osc;
  logic [23:0] counter;
  logic clk_signal;
  logic [3:0] s;
  logic [2:0] freq_counter;
  select_toggle select_toggle_controller(clk, reset_n, freq_counter);
  seven_segment seven_segment_decoder2(s, seg);
  always_comb begin
       if (freq_counter == 0) begin
			enable_sel = 5'b01111;  
			s = won_amt1;  
       end else if (freq_counter == 1) begin
			enable_sel = 5'b10111;  
			s = won_amt2;  
	   end else if (freq_counter == 2) begin
			enable_sel = 5'b11011;  
			s = credit_amt1;  
	   end else if (freq_counter == 3) begin
			enable_sel = 5'b11101;  
			s = credit_amt2;  
	   end else begin
			enable_sel = 5'b11110;  
			s = credit_amt3;  
	   end	
   end
 endmodule
module select_toggle(
    input  logic clk,
    input  logic reset_n,
    output logic [2:0] freq_counter
);
    localparam int CYCLES_PER_DISPLAY = 100000;
    logic [$clog2(CYCLES_PER_DISPLAY):0] counter;
    always_ff @(posedge clk, negedge reset_n) begin
        if (!reset_n) begin
            counter      <= 0;
            freq_counter <= 0;
        end else if (counter == CYCLES_PER_DISPLAY - 1) begin
            counter <= 0;
            if (freq_counter == 3'd4)
                freq_counter <= 0;
            else
                freq_counter <= freq_counter + 1;
        end else begin
            counter <= counter + 1;
        end
    end
endmodule
module seven_segment(
	input logic [3:0] s,
	output logic [6:0] seg
);
	always_comb begin
		case(s)
			4'h0: seg = 7'b1000000;
			4'h1: seg = 7'b1001111;
			4'h2: seg = 7'b0100100;
			4'h3: seg = 7'b0110000;
			4'h4: seg = 7'b0011001;
			4'h5: seg = 7'b0010010;
			4'h6: seg = 7'b0000010;
			4'h7: seg = 7'b1111000;
			4'h8: seg = 7'b0000000;
			4'h9: seg = 7'b0011000;
			4'hA: seg = 7'b0001000;
			4'hB: seg = 7'b0000011;
			4'hC: seg = 7'b1000110;
			4'hD: seg = 7'b0100001;
			4'hE: seg = 7'b0000110;
			4'hF: seg = 7'b0001110;
			default: seg = 7'b1111111;
		endcase
	end
endmodule

===== flow/run.sh =====
#!/bin/bash
# OpenROAD 26Q1-2900-gdf79404cd8, Yosys 0.63+post, stock flow scripts
make -C /OpenROAD-flow-scripts/flow DESIGN_CONFIG=/design/flow/config.mk WORK_HOME=/design/flow/orfs finish

===== flow/config.mk =====
export PLATFORM = sky130hd
export DESIGN_NAME = credit_controller
export DESIGN_NICKNAME = credit_controller
export VERILOG_FILES = /design/flow/design.v
export SDC_FILE = /design/flow/constraint.sdc
export NUM_CORES = 4
export LEC_CHECK = 1
export CORE_AREA = 10 10 106 106
export DIE_AREA = 0 0 116 116

===== flow/constraint.sdc =====
current_design credit_controller

set clk_period 5.0
set clk_io_pct 0.2

create_clock -name clk0 -period $clk_period [get_ports {clk}]

set non_clock_inputs [all_inputs -no_clocks]
set_input_delay [expr $clk_period * $clk_io_pct] -clock clk0 $non_clock_inputs
set_output_delay [expr $clk_period * $clk_io_pct] -clock clk0 [all_outputs]

==> out/qor.csv <==
metric,value,unit
"slowest stage delay, CP",0.49,ns
cell type with the largest total area,dfrtp_1,
cells after synthesis,165,
cts repair resizes,0,
post-route cell area,0.00201,mm^2
GRT overflow,0,
Clock H-tree levels,1,
final hold vios,0,
slowest CP cell,dfrtp_1,
Sinks on Clock Net,21,
Port Buffers,33,
total power,0.337,mW
fin. max-slew vios,0,
Clock Tree Root,clkbuf_8,
final period demand of the worst path,4.46,ns
R2R Setup Slk,3.12,ns
cell area power density,168,mW/mm^2
DRC,0,
clock skew,0.00455,ns
chip area line of the yosys report,0.00153,mm^2
relative max-transition margin,60.1,%
cts hold-fix bufs,0,
measured slew at the worst slew-check pin,0.594,ns
Latency at later pin,0.26,ns
CP Max Fanout,10,
Antenna Nets Post-Route,0,
Ys Warns,3,
"Registers, synthesis",21,
Hold Path Class,reg2reg,
DR vias/cell,4.01,
Top cells by area,"dfrtp_1, ha_1, xnor2_1",
area delta synth->final,31.0,%
Final setup viols,0,
antenna violations before repair,0,
CTS max path bufs,2,
Cell Type Count,41,
CP top delay family,buffers and inverters,
width of the die,116,um
layout cell share with drive strength beyond 1,8.08,%
CP Cell Sequence,inv_1 > ha_1 > mux2_2 > o22ai_1 > inv_1 > ha_1 > mux2_2 > o211a_1 > clkdlybuf4s50_1,
drt wl/cell,11.2,um
# Cells Yosys,165,
Starting DRT DRC Count,76,
RSZ-0062 raised after global routing,no,
part of the cycle the worst path needs,89.2,%
GP Congestion,0.800,
Worst EP arrival,3.46,ns
setup TNS,0,ns
critical path required time,4.00,ns
Routed WL,3420,um
Max-Cap Viols,0,
Post-DP Area,0.00196,mm^2
CTS tree,done,
WP buf/inv,3,
mapped cell area,0.00153,mm^2
GRT Overall Usage,5.16,%
run status,"complete, no violations",
crit path kind,reg2out,
placed cell count,302,
Worst VDD drop,0.0000912,V
Finished Layout Cells,306,
Fmax,224,MHz
first-pass GRT wire length,5840,um
Core Region,0.00885,mm^2
FP Rows,34,
die y size,116,um
"CTS clk-pin slew, worst paths",0.08,ns
critical path endpoint category,primary output,
CTS Buf Count,3,
DR pass1 iterations,4,
Die Area,0.0135,mm^2
# IOs,34,
"area share, top type",34.3,%
Lkg Pwr,0.836,nW
syn_area_per_cell,9.30,um^2
vias post-DR,1228,
vias in the first global route,1248,
"Seq/Total Area, Yosys",34.3,%
dpl hpwl,2670,um
Initial Util,17.3,%
Post-CTS Setup Bufs,0,
diode count,0,
pin count of the biggest net entering global routing,22,
Tool Warnings,31,
CP Launch Type,flip-flop,
==> routing by layer <==
layer,routed length (um),GRT usage [%]
met3,303,1.67
met1,1800,7.30
met5,0,0
met4,0,0.250
met2,1310,7.93
==> cells by family (layout without fill, tap and decap cells) <==
logic type	Yosys count	after routing	synth area share, %
AND/OR/NAND/NOR	64	64	21.0
buffers and inverters	17	50	6.04
flip-flops	21	21	34.3
multiplexers	11	11	7.83
XOR/XNOR	17	17	9.71
AND-OR/OR-AND	25	25	13.1
adder cells (fa/ha/maj)	10	10	8.16
==> state kept, by name (all words and copies together), names as in the netlist <==
name and count:
select_toggle_controller.counter 18, select_toggle_controller.freq_counter 3
==> stage by stage <==
step	worst slack [ns]	hold slack, ns	util [%]
4_1_cts	0.504	0.485	22.7
5_1_grt	0.295	0.510	22.7
6_report	0.541	0.489	22.7
2_1_floorplan	1.52	0.443	-
3_3_place_gp	0.568	0.466	22.2
3_5_place_dp	0.572	0.472	22.2
==> cells in the mapped netlist (all sizes together) <==
master	count
dfrtp	21
nand2	18
nor2	17
inv	11
xnor2	11
ha	10
nand3	8
buf	6
mux2i	6
o21ai	6
xor2	6
a21oi	5
mux2	5
and3	3
nand4	3
nor3	3
nor4	3
o2bb2ai	3
a221o	2
nand2b	2
nand3b	2
o211a	2
o211ai	2
or2	2
a211o	1
a221oi	1
a32oi	1
and4bb	1
nand4b	1
nor2b	1
o21a	1
o22ai	1
==> worst register-to-register path, cell delays in order, from the launching register on <==
cell	delay, ns
dfrtp_1	0.39
ha_1	0.24
nand4_1	0.17
nor4_2	0.61
buf_4	0.28
o21ai_0	0.08
==> power breakdown <==
group / switching, mW / leakage (nW) / internal [mW]
Combinational: 0.0205 / 0.527 / 0.0365
Clock: 0.0551 / 0.0255 / 0.0555
Sequential: 0 / 0.284 / 0.170
==> path summary, 6_finish.rpt <==
| kind | to | start | depth (start not counted) |
|---|---|---|---|
| max | seg[3] | select_toggle_controller.freq_counter[2] | 9 |
| max in group asynchronous | select_toggle_controller.counter[7] | reset_n | 2 |
| min reg2reg | select_toggle_controller.counter[0] | select_toggle_controller.counter[0] | 1 |
| min | select_toggle_controller.counter[0] | select_toggle_controller.counter[0] | 1 |
| max reg2reg | select_toggle_controller.freq_counter[2] | select_toggle_controller.counter[0] | 5 |
| min in group asynchronous | select_toggle_controller.counter[8] | reset_n | 2 |
==> area by class of cell <==
cell class	instances	area, um^2
Sequential cell	21	526
Fill cell	955	6840
Clock inverter	1	5.00
Multi-Input combinational cell	127	916
Timing Repair Buffer	35	345
Clock buffer	3	41.3
Inverter	11	41.3
Tap cell	108	135
==> placed cells by master (no fill, tap or decap), types with 3 or more instances in the layout <==
cell type and n:
nor2_1 16, o21ai_0 4, nand3_1 8, xor2_1 6, ha_1 10, nand4_1 3
o2bb2ai_1 3, dfrtp_1 21, mux2i_1 6, and3_1 3, mux2_2 3, a21oi_1 5
nor3_1 3, inv_1 11, clkdlybuf4s50_1 33, xnor2_1 11, clkbuf_8 3, nand2_1 18
Power and IR drop assume default switching activity.
