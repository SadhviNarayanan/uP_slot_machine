==> /design/flow/design.v <==
module vga_controller (input  logic clk, 
                       input  logic reset_n, 
                       output logic hsync, 
                       output logic vsync, 
                       output logic [10:0] hcount,
                       output logic [9:0]  vcount,
                       output logic active_video);
    localparam H_DISPLAY    = 640;   
    localparam H_FRONT      = 16;    
    localparam H_SYNC       = 96;    
    localparam H_BACK       = 48;    
    localparam H_TOTAL      = 800;   
    localparam V_DISPLAY    = 480;   
    localparam V_FRONT      = 10;    
    localparam V_SYNC       = 2;     
    localparam V_BACK       = 33;    
    localparam V_TOTAL      = 525;   
    localparam H_DISPLAY_START = H_SYNC + H_BACK;
    localparam H_DISPLAY_END = H_SYNC + H_BACK + H_DISPLAY;
    localparam V_DISPLAY_START = V_SYNC + V_BACK;
    localparam V_DISPLAY_END = V_SYNC + V_BACK + V_DISPLAY;
    always_ff @(posedge clk, negedge reset_n) begin
        if (!reset_n) begin
            hcount <= 0;
            vcount <= 0;
        end else begin
            if (hcount == H_TOTAL - 1) begin
                hcount <= 0;
                if (vcount == V_TOTAL - 1) begin
                    vcount <= 0;
                end else begin 
                    vcount <= vcount + 1;
                end
            end else begin
                hcount <= hcount + 1;
            end
        end
    end
    assign hsync = ~(hcount < H_SYNC);  
    assign vsync = ~(vcount < V_SYNC);  
    assign active_video = ((hcount >= H_DISPLAY_START && hcount < H_DISPLAY_END) && (vcount >= V_DISPLAY_START && vcount < V_DISPLAY_END));
endmodule
==> /design/flow/run.sh <==
#!/bin/bash
# OpenROAD 26Q1-2900-gdf79404cd8, Yosys 0.63+post, stock flow scripts
make -C /OpenROAD-flow-scripts/flow DESIGN_CONFIG=/design/flow/config.mk WORK_HOME=/design/flow/orfs finish
==> /design/flow/config.mk <==
export PLATFORM = sky130hd
export DESIGN_NAME = vga_controller
export DESIGN_NICKNAME = vga_controller
export VERILOG_FILES = /design/flow/design.v
export SDC_FILE = /design/flow/constraint.sdc
export NUM_CORES = 4
export LEC_CHECK = 1
export CORE_AREA = 10 10 108 108
export DIE_AREA = 0 0 118 118
==> /design/flow/constraint.sdc <==
current_design vga_controller

set clk_period 2.4
set clk_io_pct 0.2

create_clock -name clk0 -period $clk_period [get_ports {clk}]

set non_clock_inputs [all_inputs -no_clocks]
set_input_delay [expr $clk_period * $clk_io_pct] -clock clk0 $non_clock_inputs
set_output_delay [expr $clk_period * $clk_io_pct] -clock clk0 [all_outputs]
==> results.txt <==
Number of enable flip-flop cells -> 0
Global-route wire length before repair -> 5112 um
Slew headroom -> 76.29%
Core area -> 9284 um^2
Total track usage -> 4.263%
# DRC -> 0
Final total power -> 0.5888 mW
Outcome -> completed
Cells after Synth -> 111
Final slew viol count -> 0
Min Clock Period, post-route -> 2.254 ns
Final worst setup slack -> 0.1463 ns
Clock slew at reported path FFs -> 0.07 ns
RSZ-0062 raised after global routing -> no
Cell area after layout -> 1705 um^2
Fin util -> 18.37%
Pre-CTS setup slack -> -0.2076 ns
# Cells Yosys -> 111
# IOs -> 26
Synth area leaders -> dfrtp_1 47%, xnor2_1 5.5%, nand3_1 4.0%, xor2_1 3.9%, nor2_1 3.7%
Worst r2r src -> hcount[5]
CP Data Required Time -> 1.92 ns
Slew at the pin with the worst max-slew slack -> 0.3529 ns
Setup CP Type -> reg -> out
CP max stage cell -> dfrtp_1
Synth flops -> 21
Clk buf depth -> 2
Max-cap violations -> 0
Wire per inst -> 10.86 um
Critical Path Source -> vcount[0]
DPL Wire Length -> 2312 um
Crit path max fanout -> 2
Top_reg_cell synth -> dfrtp_1
Crit start category -> register
Hold Startpoint -> hcount[0]
CP arrival -> 1.77 ns
Power per standard cell area -> 345.3 nW/um^2
Final clock skew -> 0.002673 ns
Leakage power -> 0.7231 nW
ANT cells -> 0
Synth top cells by count -> 21 x dfrtp_1, 11 x nor2_1, 9 x nand3_1
Chip height -> 118 um
Floorplan core density -> 12.10%
GP Congestion -> 0.7781
Vias after detailed routing -> 991
DIE AREA -> 13920 um^2
Crit path capture type -> output port
CTS HTree Levels -> 1
Synth Warn # -> 1
Clock sink count -> 21
Final Setup Violations -> 0
CTS tree -> built
Post-route antenna net violation count -> 0
Top cell area share -> 46.77%
Crit-path max cell delay -> 0.39 ns
Total CTS buffers -> 3
1st-iter DRT viols -> 103
Clock Tree Root -> clkbuf_8
Initial antenna violation count -> 0
Skew-Pair Late Insertion Delay -> 0.25 ns
Fmax -> 0.4437 GHz
Routed WL -> 3051 um
Gr ovfl total -> 0
Share of cells above drive strength 1 -> 16.45%
Vias in the first global route -> 1009
CP Cell Sequence -> ha_2 > nor4_4 > buf_4 > o22ai_1 > a41oi_2 > a2111oi_2 > dlygate4sd2_1
Placed instance count -> 276
Yosys synthesis chip area -> 1124 um^2
Syn Std Cell Area -> 1124 um^2
Vias per Instance -> 3.527
Largest net degree at the start of global routing -> 22
Hold Vio Cnt, Final -> 0
Cycle use final -> 93.91%
Async set-reset flop share out of synthesis -> 100.0%
Fin cells -> 281
Synth area leader -> dfrtp_1
Row cnt -> 35
Worst IR Drop VDD -> 0.0001461 V
Die width -> 118 um
Count leader, synth -> dfrtp_1
Setup TNS Final -> 0 ns
DP Area -> 1623 um^2
Iteration count of the initial detailed-routing pass -> 4
WHS -> 0.5203 ns
Stage-log warning count -> 26
Port buffer count -> 25
Hold Path Class -> reg -> reg
Post-synth seq share -> 46.77%
Netlist cell types -> 37
Area Overhead vs Synth -> 51.78%
Mean post-synth cell area -> 10.12 um^2
[sequential cells by signal, summed over array words and instances (netlist names)]
register,count
hcount,11
vcount,10
[cell usage in the layout, fill, tap and decap left out, types with 3 or more instances in the layout]
cell and instances:
and3_1 4, nand3_1 9, xnor2_1 7, nand4_1 4, and4_1 3, clkdlybuf4s50_1 24
clkbuf_8 3, xor2_1 5, buf_4 15, dfrtp_1 21, nor2_1 11, inv_1 6
a21oi_1 3
[power by group]
part / internal [mW] / switching [mW]
Combinational: 0.00249 / 0.00691
Clock: 0.118 / 0.108
Sequential: 0.354 / 0
[critical path, delay by kind of cell, from the launching register on]
kind | cells | cell delay, ns
compound gates | 3 | 0.36
fa+ha+maj | 1 | 0.21
buf+inv | 2 | 0.40
flops | 1 | 0.39
simple gates | 1 | 0.16
[layout make-up]
cell class                      count  area [um^2]
Tap cell                          129        161.4
Fill cell                        1040         7579
Sequential cell                    21        525.5
Timing Repair Buffer               41        381.6
Inverter                            6        22.52
Clock buffer                        4        45.04
Multi-Input combinational cell     80        569.3
[kinds of logic after synthesis]
family                     synth area share, %
AOI/OAI and AO/OA                        9.800
xor gates and xnor gates                 9.354
adders and majority gates                3.341
buffers and inverters                    5.345
DFF                                      46.77
muxes                                    1.002
and+or+nand+nor                          24.39
[final timing paths]
kind / to / slack [ns] / depth (start not counted)
min in group asynchronous: vcount[6] / 0.56 / 2
max: active_video / 0.15 / 7
min: hcount[0] / 0.52 / 1
min reg2reg: hcount[0] / 0.52 / 1
max reg2reg: vcount[4] / 0.44 / 5
max in group asynchronous: hcount[8] / 1.62 / 2
[metal layers]
| metal | part of all wire (%) | vias to the layer above | global-route usage, % |
|---|---|---|---|
| li1 | - | 487 | - |
| met4 | 1.6 | 0 | 0.8501 |
| met2 | 53 | 12 | 7.657 |
| met5 | 0 | - | 0 |
| met1 | 41 | 490 | 5.015 |
| met3 | 4.0 | 2 | 1.021 |
[repair_timing]
action                                  in CTS  in global routing
hold buffers                                 0                  0
gates cloned                                 0                  0
setup buffers                                0                  1
endpoints found under the hold margin        0                  0
endpoints found under the setup margin       1                  1
pin swaps                                    2                  1
gates resized                                7                  0
Power and IR drop assume default switching activity.
